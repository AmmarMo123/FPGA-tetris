===== flow/run.sh =====
#!/bin/bash
# OpenROAD 26Q1-2900-gdf79404cd8, Yosys 0.63+post, stock flow scripts
make -C /OpenROAD-flow-scripts/flow DESIGN_CONFIG=/design/flow/config.mk WORK_HOME=/design/flow/orfs finish

===== flow/config.mk =====
export PLATFORM = sky130hd
export DESIGN_NAME = game_state_machine
export DESIGN_NICKNAME = game_state_machine
export VERILOG_FILES = /design/flow/design.v
export SDC_FILE = /design/flow/constraint.sdc
export NUM_CORES = 4
export LEC_CHECK = 1
export CORE_UTILIZATION = 40

===== flow/constraint.sdc =====
current_design game_state_machine

set clk_period 15.1
set clk_io_pct 0.2

create_clock -name clk0 -period $clk_period [get_ports {clk}]

set non_clock_inputs [all_inputs -no_clocks]
set_input_delay [expr $clk_period * $clk_io_pct] -clock clk0 $non_clock_inputs
set_output_delay [expr $clk_period * $clk_io_pct] -clock clk0 [all_outputs]

===== flow/design.v =====
module game_state_machine (
    input clk,
    input rst,
    input start_game,  
    input drop,  
    input rotate,  
    input left,  
    input right,  
    input [2:0] chooseBlock,
    output reg [239:0] game_space_vga,
    output reg [7:0] gamepoints
);
	parameter INIT         = 4'b0000;
	parameter SPAWN_BLOCK  = 4'b0001;
	parameter MOVE_BLOCK   = 4'b0010;
	parameter MOVE_LEFT    = 4'b0011;
	parameter MOVE_RIGHT   = 4'b0100;
	parameter MOVE_DOWN    = 4'b0101;
	parameter EVALUATE     = 4'b0110;
	parameter PREROTATE    = 4'b0111;
	parameter ROTATE_BLOCK = 4'b1000;
	parameter END_GAME     = 4'b1001;
	reg [11:0] game_space[19:0];           
	reg [11:0] game_space_newblock[3:0];   
	reg [11:0] game_space_previous[3:0];   
	reg [3:0] gamestate;          
	reg [4:0] current_top;    
	reg [3:0] current_left;   
	reg [2:0] block_row;
	reg [4:0] game_row;
	wire gameborder_left;
	wire gameborder_right;
	assign gameborder_left  = |(game_space_newblock[0][11] | game_space_newblock[1][11] | game_space_newblock[2][11] | game_space_newblock[3][11]);
	assign gameborder_right = |(game_space_newblock[0][0]  | game_space_newblock[1][0]  | game_space_newblock[2][0]  | game_space_newblock[3][0]);
	reg collision;
	reg collision_begin_check;
	reg collision_complete;
	wire fall;
	reg quick_fall;
	reg [25:0] cntr;
	reg [7:0] rotate_cntr;
	integer i;
	integer row;
	reg left_d;
	reg right_d;
	reg drop_d;
	reg start_game_d;
	reg rotate_d;
	always @ (posedge clk) begin
		left_d <= left;
		right_d <= right;
		drop_d <= drop;
		start_game_d <= start_game;
		rotate_d <= rotate;
	end
	always @ (posedge clk) begin
		if(rst) begin
			cntr <= 0;   
		end else begin
			if(~quick_fall && (cntr >= 49999999))
				cntr <= 0;   
			else if(quick_fall && (cntr >= 4999999))
				cntr <= 0;   
			else
				cntr <= cntr + 1;   
		end
	end
	assign fall = quick_fall?(cntr == 4999999):(cntr == 49999999);
	always @ (posedge clk) begin
		if (rst) begin
			gamestate <= INIT;
			collision_begin_check <= 0;
			gamepoints <= 0;
			quick_fall <= 0;
		end else if(collision_begin_check) begin
			block_row <= block_row +1;
			game_row <= game_row +1;
			if(~collision && (block_row <4) && (game_row <20)) begin
				 if(game_space[game_row] & game_space_newblock[block_row]) begin
					  collision <= 1;
				 end
			end else if((game_row == 20) && (block_row <4) && (game_space_newblock[block_row]!=0))
				 collision <= 1;
			else begin
				 collision_complete <= 1;
				 collision_begin_check <= 0;
			end
		end else begin
			case (gamestate)
				 INIT: begin
					  if (start_game_d && ~start_game || ~start_game_d && start_game) begin
							gamestate <= SPAWN_BLOCK;   
							collision_complete <= 0;
							gamepoints <= 0;
							for (i = 0; i < 20; i = i + 1) begin
								 game_space[i] <= 0;   
							end
					  end
				 end
				 SPAWN_BLOCK: begin
					  if(~collision_complete) begin
							case (chooseBlock)
								3'b000: begin  
									 game_space_newblock[0] <= 12'b000011000000;
									 game_space_newblock[1] <= 12'b000011000000;
									 game_space_newblock[2] <= 12'b000000000000;
									 game_space_newblock[3] <= 12'b000000000000;
								end
								3'b001: begin  
									 game_space_newblock[0] <= 12'b000011110000;
									 game_space_newblock[1] <= 12'b000000000000;
									 game_space_newblock[2] <= 12'b000000000000;
									 game_space_newblock[3] <= 12'b000000000000;
								end
								3'b010: begin  
									 game_space_newblock[0] <= 12'b000001000000;
									 game_space_newblock[1] <= 12'b000011100000;
									 game_space_newblock[2] <= 12'b000000000000;
									 game_space_newblock[3] <= 12'b000000000000;
								end
								3'b011: begin  
									 game_space_newblock[0] <= 12'b000011100000;
									 game_space_newblock[1] <= 12'b000000100000;
									 game_space_newblock[2] <= 12'b000000000000;
									 game_space_newblock[3] <= 12'b000000000000;
								end
								3'b100: begin  
									 game_space_newblock[0] <= 12'b000011100000;
									 game_space_newblock[1] <= 12'b000010000000;
									 game_space_newblock[2] <= 12'b000000000000;
									 game_space_newblock[3] <= 12'b000000000000;
								end
								3'b101: begin  
									 game_space_newblock[0] <= 12'b000011000000;
									 game_space_newblock[1] <= 12'b000001100000;
									 game_space_newblock[2] <= 12'b000000000000;
									 game_space_newblock[3] <= 12'b000000000000;
								end
								3'b110: begin  
									 game_space_newblock[0] <= 12'b000001100000;
									 game_space_newblock[1] <= 12'b000011000000;
									 game_space_newblock[2] <= 12'b000000000000;
									 game_space_newblock[3] <= 12'b000000000000;
								end
							endcase
							current_top <= 0;   
							current_left <= 4;  
							collision_begin_check <= 1;
							collision <= 0;
							quick_fall <= 0;
							block_row <= 0;
							game_row <= 0;
					  end else if (collision) begin
							gamestate <= END_GAME;
					  end else if (collision_complete) begin
							gamestate <= MOVE_BLOCK;
					  end
				 end
				 MOVE_BLOCK: begin
					  collision_complete <= 0;
					  if(fall) begin
							gamestate <= MOVE_DOWN;
					  end else if ((left_d && ~left) && ~gameborder_left) begin
							gamestate <= MOVE_LEFT;
					  end else if ((right_d && ~right) && ~gameborder_right) begin
							gamestate <= MOVE_RIGHT;
					  end else if(drop_d && ~drop || ~drop_d && drop) begin
							quick_fall <= 1;
					  end else if (rotate_d && ~rotate || ~rotate_d && rotate) begin
							gamestate <= PREROTATE;
							rotate_cntr <= 0;
							for(i=0;i<4;i=i+1) begin
								 game_space_previous[i] <= game_space_newblock[i];
							end
					  end
				 end
				 MOVE_LEFT: begin
					  if (~collision_complete) begin
							collision <= 0;
							collision_begin_check <= 1;
							block_row <= 0;
							game_row <= current_top;
							for(i=0;i<4;i=i+1) begin
								 game_space_newblock[i] <= {game_space_newblock[i][10:0],1'b0};
							end
					  end else begin
							if(collision) begin
								 for(i=0;i<4;i=i+1) begin
									  game_space_newblock[i] <= {1'b0,game_space_newblock[i][11:1]};
								 end
							end else begin
								 current_left <= current_left - 1;
							end
							gamestate <= MOVE_BLOCK;   
					  end
				 end
				 MOVE_RIGHT: begin
					  if(~collision_complete) begin
							collision <= 0;
							collision_begin_check <= 1;
							block_row <= 0;
							game_row <= current_top;
							for(i=0;i<4;i=i+1) begin
								 game_space_newblock[i] <= {1'b0,game_space_newblock[i][11:1]};
							end
					  end else begin
							 if(collision) begin
								 for (i=0;i<4;i=i+1) begin
									  game_space_newblock[i] <= {game_space_newblock[i][10:0],1'b0};
								 end
							 end else begin
								 current_left <= current_left+1;
							 end
							gamestate <= MOVE_BLOCK;
					  end
				 end
				 MOVE_DOWN: begin
					  if(~collision_complete) begin
							if(current_top < 19) begin
								 collision <= 0;
								 collision_begin_check <= 1;
							end else if(current_top == 19 && game_space_newblock[0]!=0) begin
								 collision <= 1;
								 collision_complete <= 1;
							end
							block_row <= 0;
							game_row <= current_top+1;
					  end else if(collision) begin   
							for(i=0;i<20;i=i+1) begin
								 if(i>=current_top && (i-current_top) < 4) begin
									game_space[i] <= game_space[i] | game_space_newblock[i-current_top];
								 end
							end
							gamestate <= EVALUATE;
							rotate_cntr <= 0;
							game_row <= 0;
					  end else begin
							current_top <= current_top + 1;
							gamestate <= MOVE_BLOCK;
					  end
				 end
				 EVALUATE: begin
					if(game_row == 20) begin
						gamestate <= SPAWN_BLOCK;  
						collision_complete <= 0;  
					end else begin
						game_row <= game_row +1;  
						if(game_space[game_row]==12'hFFF) begin
								gamepoints <= gamepoints + 1;  
								for(i=19;i>0;i=i-1) begin
									if(i<=game_row) begin
										game_space[i] <= game_space[i-1];  
									end
								end
								game_space[0]<=12'h000;  
						end
					end
				end
				PREROTATE: begin
				  if (rotate_cntr < current_left) begin
						for (i = 0; i < 4; i = i + 1) begin
							game_space_newblock[i] <= {game_space_newblock[i][10:0], 1'b0};
							rotate_cntr <= rotate_cntr + 1;
						end
					end else begin
						game_space_newblock[0] <= {game_space_newblock[3][11], game_space_newblock[2][11], game_space_newblock[1][11], game_space_newblock[0][11], 8'h00};
						game_space_newblock[1] <= {game_space_newblock[3][10], game_space_newblock[2][10], game_space_newblock[1][10], game_space_newblock[0][10], 8'h00};
						game_space_newblock[2] <= {game_space_newblock[3][9],  game_space_newblock[2][9], game_space_newblock[1][9],  game_space_newblock[0][9],  8'h00};
						game_space_newblock[3] <= {game_space_newblock[3][8],  game_space_newblock[2][8], game_space_newblock[1][8],  game_space_newblock[0][8],  8'h00};
						rotate_cntr <= 0;
						collision_complete <= 0;
						gamestate <= ROTATE_BLOCK;
					 end
				 end
				 ROTATE_BLOCK: begin
					 if (game_space_newblock[0] == 12'h000) begin
						 for (i = 0; i < 3; i = i + 1) begin
							 game_space_newblock[i] <= game_space_newblock[i + 1];
						 end
						 game_space_newblock[3] <= 12'h000;
					 end else if (~gameborder_left && rotate_cntr == 0) begin
						 for (i = 0; i < 4; i = i + 1) begin
							game_space_newblock[i] <= {game_space_newblock[i][10:0], 1'b0};
						 end
					 end else if (rotate_cntr < current_left) begin
						 rotate_cntr <= rotate_cntr + 1;
						 if (~gameborder_right) begin
							for (i = 0; i < 4; i = i + 1) begin
							  game_space_newblock[i] <= {1'b0, game_space_newblock[i][11:1]};
							end
						 end else begin
							gamestate <= MOVE_BLOCK;
							for (i = 0; i < 4; i = i + 1) begin
							  game_space_newblock[i] <= game_space_previous[i];
							end
						  end
					  end else begin
						 if (~collision_complete) begin
							collision_begin_check <= 1;
							collision <= 0;
							block_row <= 0;
							game_row <= current_top;
						 end else if (collision) begin
							gamestate <= MOVE_BLOCK;
							for (i = 0; i < 4; i = i + 1) begin
							  game_space_newblock[i] <= game_space_previous[i];
							end
						 end else begin
							gamestate <= MOVE_BLOCK;
						 end
					  end
				 end
				END_GAME: begin
				  if(start_game_d && ~start_game || ~start_game_d && start_game) begin
					 gamestate <= INIT;
				  end
				end
			endcase  
		end  
	end  
	always @ (posedge clk) begin
		for (row = 0; row < 20; row = row + 1) begin
			if (row >= current_top && row < current_top + 4) begin
				game_space_vga[(row * 12) +: 12] <= game_space[row] | game_space_newblock[row - current_top];
			end else begin
				game_space_vga[(row * 12) +: 12] <= game_space[row];
			end
		end
	end
endmodule

==> results_dict.tcl <==
# yosys + openroad results
set metrics [dict create \
    timing.final.crit_share_pct 33.84 \
    period_minus_slack_ns 5.111 \
    worstSetupStartpointType "input pin" \
    synth-edff-count 363 \
    die_area_sq_um 82510 \
    place.gp.congestion 1.085 \
    power.internal_w 0.003358 \
    cts.sinks 654 \
    power_frac_comb_pct 11.6 \
    p_sw_w 0.001277 \
    setup_violations 0 \
    grt_max_degree 128 \
    final_cell_area_sq_um 39140 \
    syn_to_final_growth_pct 20.26 \
    pre_cts_ws_ns 9.351 \
    crit_path_start "rst" \
    top_cell_area_share_pct 33.49 \
    routedWlPerCell_um 31.08 \
    core_area_sq_um 80550 \
    cts_setup_buffers 0 \
    min_from "gamestate[6]$_DFF_P_" \
    initial_core_util_pct 40.41 \
    worstSetupPathType "input pin to flop" \
    ys_types 91 \
    rsz0062_at_grt "no" \
    max_stage_delay_ns 0.68 \
    synth_seq_share_pct 51.39 \
    yosysCellCount 3331 \
    yosys_warnings 4 \
    leakage_nw 16.15 \
    die_w_um 287.2 \
    synthArstFlopShare_pct 0 \
    r2r_slack_ns 10.19 \
    die_y_um 287.2 \
    antenna_found_initial 8 \
    synth_cells 3331 \
    layout-drive-gt1-share_pct 9.411 \
    portBuffers 257 \
    dr.pass1.iters 13 \
    synthTopCellsByArea "edfxtp_1 (33%), dfxtp_1 (18%), nand2_1 (6.7%)" \
    ff_type "edfxtp_1" \
    drc 0 \
    io_pins 258 \
    yosys_area_sq_um 32550 \
    hpwl_um 106100 \
    critPathMaxFanout 25 \
    crit_top_cell "buf_4" \
    mostFrequentLayoutCells "nand2_1 (585), edfxtp_1 (363), o21ai_0 (321)" \
    r2r-start "game_row[3]$_DFFE_PP_" \
    cts_tree "done" \
    clock_path_buffers 3 \
    vias 28950 \
    h-tree-depth 3 \
    hold_violations 0 \
    maxCapViolCount 0 \
    crit_required_ns 15.44 \
    synth_flops 654 \
    wl_um 145000 \
    max_clock_freq_ghz 0.1957 \
    crit_path_end_kind "flop" \
    top_area_cell "edfxtp_1" \
    pwr-share-clk_pct 41.3 \
    final_max_slew_viol_count 0 \
    skew_ns 0.04457 \
    clk_pin_slew_ns 0.06 \
    clock_latency_ns 0.66 \
    layout_top_cell "nand2_1" \
    grt_first_pass_wirelength_um 204600 \
    powerDensity_nw_per_um2 118.4 \
    cp.arrival_ns 5.45 \
    cts_resized 0 \
    synth_area_sq_um 32550 \
    rows 104 \
    clockRootBuffer "clkbuf_16" \
    tightest_slew_ns 1.019 \
    ir_drop_v 0.00009297 \
    vias_per_cell 6.203 \
    ant_nets 0 \
    status "completed" \
    placed_area_sq_um 36490 \
    power_w 0.004635 \
    fin_tns_setup_ns 0 \
    warning_count 53 \
    grt_use_total_pct 36.73 \
    drt_iter0_drc 3984 \
    fin_cells 4667 \
    sw_frac_of_total_pct 27.56 \
    seqPwrFrac_pct 47.1 \
    hp-class "flop to flop" \
    avgSynthCellArea_sq_um 9.771 \
    grt_pass1_vias 27610 \
    placed_cells 4524 \
    maxSlewHeadroom_pct 31.34 \
    worst_slack_ns 9.989 \
    grt-ovfl-total 0 \
    cts_buffers 75 \
    crit_chain "clkdlybuf4s50_1 -> buf_4 -> nor3b_1 -> or2_2 -> o311ai_0 -> nor3_2 -> buf_4" \
    ctsHoldBuffers 0 \
    cp_slowest_cell "nor3b_1" \
]
==> cell usage after synthesis, types with 9 or more instances <==
cell / instances
mux2_2: 18
o31ai_1: 10
nor2_1: 147
o211ai_1: 16
nor3b_1: 11
nand4_1: 21
nor3_1: 38
nor4_1: 25
a221oi_1: 32
a221o_1: 12
a31oi_1: 15
nand2_1: 585
o221ai_1: 14
inv_1: 54
mux2i_1: 99
dfxtp_1: 291
a22oi_1: 36
o21ai_0: 323
o22ai_1: 11
xor2_1: 28
xnor2_1: 19
nor2b_1: 26
and4_1: 9
edfxtp_1: 363
a211oi_1: 30
buf_1: 30
buf_6: 11
a222oi_1: 66
nand3b_1: 25
nand2b_1: 27
clkbuf_1: 205
and2_1: 22
ha_1: 41
a21oi_1: 146
o21bai_1: 39
a21o_1: 219
nand3_1: 66
and3_1: 24
a32oi_1: 11
==> registers in the layout, indices dropped and copies added (netlist names) <==
register,count
collision,1
rotate_cntr,8
game_space_previous,48
rotate_d,1
collision_complete,1
game_space_vga,240
quick_fall,1
gamestate,10
current_left,4
game_space_newblock,48
current_top,5
collision_begin_check,1
cntr,26
block_row,3
right_d,1
game_space,240
drop_d,1
start_game_d,1
left_d,1
gamepoints,8
game_row,5
==> final cells by class <==
class	count	area, sq um
tap	1060	1326
clock inverter	40	425.4
fill	7373	41410
antenna	5	12.51
clock buffer	98	2212
sequential	654	16730
timing repair buffer	399	3651
multi-input combinational	2353	14560
inverter	58	217.7
==> metrics by stage <==
step / hold WS (ns) / utilization [%]
floorplan: 0.4244 / -
finish: 0.4664 / 48.59
detailed placement: 0.4635 / 45.30
global placement: 0.4532 / 45.30
CTS: 0.4612 / 48.58
global route: 0.4807 / 48.58
==> cells by family (layout without fill, tap and decap cells) <==
kind of cell	count (synthesis)	after routing	synth area share [%]
buf+inv	324	595	4.321
other cells	0	5	0
mux	120	120	3.875
compound gates	1071	1071	22.27
simple gates	1073	1073	15.24
xor+xnor	47	47	1.265
flops	654	654	51.39
fa+ha+maj	42	42	1.638
==> path summary, 6_finish.rpt <==
path,end,depth (start not counted)
max reg2reg,game_space[0][8]$_SDFFCE_PN0P_,12
max,game_space[2][8]$_DFFE_PP_,7
min,gamestate[0]$_DFF_P_,1
min reg2reg,gamestate[0]$_DFF_P_,1
==> worst max-delay path: cells and delay by family <==
kind	cells	cell delay (ns)
simple gates	3	1.28
buf+inv	3	0.88
compound gates	1	0.25
==> power groups by stage <==
stage	clock, W	combinational, W	sequential, W
after CTS	0.00193	0.000530	0.00217
after global routing	0.00200	0.000564	0.00219
final	0.00191	0.000538	0.00218
==> layer usage <==
layer | vias up | track usage (%) | part of all wire (%)
met2 | 1860 | 47.59 | 40
met4 | 18 | 9.481 | 3.2
li1 | 12770 | - | -
met1 | 14050 | 53.22 | 40
met5 | - | 3.953 | 0.37
met3 | 250 | 21.94 | 16
Power and IR drop assume default switching activity.
