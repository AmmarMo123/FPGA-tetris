File: design/flow/run.sh
#!/bin/bash
# OpenROAD 26Q1-2900-gdf79404cd8, Yosys 0.63+post, stock flow scripts
make -C /OpenROAD-flow-scripts/flow DESIGN_CONFIG=/design/flow/config.mk WORK_HOME=/design/flow/orfs finish
File: design/flow/config.mk
export PLATFORM = sky130hd
export DESIGN_NAME = lfsr
export DESIGN_NICKNAME = lfsr
export VERILOG_FILES = /design/flow/design.v
export SDC_FILE = /design/flow/constraint.sdc
export NUM_CORES = 4
export LEC_CHECK = 1
export CORE_AREA = 10 10 79 79
export DIE_AREA = 0 0 89 89
File: design/flow/constraint.sdc
current_design lfsr

set clk_period 1.8
set clk_io_pct 0.2

create_clock -name clk0 -period $clk_period [get_ports {clk}]

set non_clock_inputs [all_inputs -no_clocks]
set_input_delay [expr $clk_period * $clk_io_pct] -clock clk0 $non_clock_inputs
set_output_delay [expr $clk_period * $clk_io_pct] -clock clk0 [all_outputs]
File: design/flow/design.v
module lfsr(
    input clk,             
    input reset,           
    output reg [2:0] rnd   
);
    reg [15:0] lfsr;
    wire feedback;
    assign feedback = lfsr[15] ^ lfsr[13] ^ lfsr[12] ^ lfsr[10];
    always @(posedge clk or posedge reset) begin
        if (reset) begin
            lfsr <= 16'hACE1;  
        end else begin
            lfsr <= {lfsr[14:0], feedback};
            rnd <= lfsr[15:13] % 7;
        end
    end
endmodule
==> flow_metrics.env <==
# flow metrics
export IMPL_placed_cells=87
export IMPL_synth_top_area_share_pct=36.3
export IMPL_synth_ff_latch_count=19
export IMPL_cpLargestDelayFamily="buffers and inverters"
export IMPL_power_sequential_fraction_pct=59.9
export IMPL_cp_max_fo=1
export IMPL_maxSlewViolCount=0
export IMPL_vias_per_cell=2.69
export IMPL_detailedRoute_firstIterationViolations=25
export IMPL_worst_path_largest_cell_delay_ns=0.46
export IMPL_cellInternalPower_uw=602
export IMPL_critical_path_arrival_ns=1.04
export IMPL_synth_seq_share_pct=86.4
export IMPL_proportion_of_synthesized_flip_flops_having_asynchronous_set_or_reset_pct=84.2
export IMPL_synth_cell_area_um2=579
export IMPL_netlist_cell_type_count=10
export IMPL_cell_count_after_synthesis=28
export IMPL_cts_sinks=19
export IMPL_drt_drc_violations_left=0
export IMPL_cts_tree="yes"
export IMPL_worst_setup_path_start_kind="flip-flop"
export IMPL_ys_area_um2=579
export IMPL_hp_class="reg2reg"
export IMPL_grt_pass1_vias=263
export IMPL_grt_setup_unrepaired="no"
export IMPL_timing_setup_tns_ns=0
export IMPL_grt_overflow_total=0
export IMPL_fillerInstances=493
export IMPL_critical_path_slowest_stage_cell="sky130_fd_sc_hd__clkdlybuf4s50_1"
export IMPL_tritoncts_num_buffers=3
export IMPL_chip_area_um2=7920
export IMPL_p_sw_uw=132
export IMPL_core_area_um2=4660
export IMPL_detailroute_via_count=245
export IMPL_power_clock_fraction_pct=38.1
export IMPL_proportion_of_layout_cells_with_a_drive_suffix_above_1_pct=37.8
export IMPL_timing_worst_slew_pin_value_ns=0.191
export IMPL_power_switching_fraction_pct=17.9
export IMPL_wirelength_um=713
export IMPL_vdd_ir_drop_worst_v=0.000191
export IMPL_ctsHoldBuffers=0
export IMPL_crit_type="reg2out"
export IMPL_synthesis_yosys_warnings=1
export IMPL_drt_pre_antenna_iters=2
export IMPL_detailed_place_hpwl_um=461
export IMPL_area_delta_synth_final_pct=27.6
export IMPL_timing_critical_path_cells="clkdlybuf4s50_1"
export IMPL_track_usage_pct=1.99
export IMPL_comb_power_share_pct=2.0
export IMPL_io_buf_count=4
export IMPL_clk_insertion_delay_late_ns=0.25
export IMPL_openroad_warnings=25
export IMPL_area_leaders="sky130_fd_sc_hd__dfstp_2, sky130_fd_sc_hd__dfrtp_1, sky130_fd_sc_hd__edfxtp_1, sky130_fd_sc_hd__xnor2_1, sky130_fd_sc_hd__mux2_4"
export IMPL_hold_violations=0
export IMPL_setup_violations_final=0
export IMPL_clockBufferDepth=2
export IMPL_cellPowerDensity_nw_per_um2=992
export IMPL_core_util_floorplan_pct=12.4
export IMPL_post_route_min_period_ns=1.40
export IMPL_cap_viol_max_count=0
export IMPL_area_leader_netlist="sky130_fd_sc_hd__dfstp_2"
export IMPL_grt_max_degree=17
export IMPL_post_cts_sizing=0
export IMPL_timing_hold_ws_ns=0.349
export IMPL_wl_per_cell_um=7.84
export IMPL_worst_slew_margin_rel_pct=87.2
export IMPL_finish_cell_count_without_fillers=91
export IMPL_ys_cells=28
export IMPL_synth_edff_count=3
export IMPL_post_synth_cell_area_avg_um2=20.7
export IMPL_row_count=25
export IMPL_drt_antenna_violating_nets=0
export IMPL_run_status="complete, no violations"
export IMPL_leakage_uw=0.000315
export IMPL_fin_worst_skew_ns=0.00270
export IMPL_n_antenna_cell=0
export IMPL_final_period_utilization_pct=77.8
export IMPL_postSynth_topFlopCell="sky130_fd_sc_hd__dfstp_2"
export IMPL_gpl_final_weighted_congestion=0.749
export IMPL_boundaryPins=5
export IMPL_grt_antenna_before_repair=0
export IMPL_cp_required_ns=1.44
export IMPL_achievable_freq_mhz=714
export IMPL_fp_dieW_um=89
export IMPL_crit_buf_inv=1
export IMPL_clock_tree_root="sky130_fd_sc_hd__clkbuf_8"
export IMPL_netlist_top_cells_count="sky130_fd_sc_hd__dfrtp_1, sky130_fd_sc_hd__dfstp_2, sky130_fd_sc_hd__edfxtp_1, sky130_fd_sc_hd__xnor2_1"
export IMPL_crit_path_capture_type="primary output"
export IMPL_cts_htree_levels=1
export IMPL_post_cts_buffers=0
export IMPL_clkTransAtPathRegs_ns=0.06
export IMPL_grt_first_pass_wirelength_um=1230
export IMPL_die_height_um=89
==> cell type report <==
class | instances | area (µm²) | share of cell area, %
flip-flops and latches | 19 | 500 | 67.7
multi-input cells | 8 | 75.1 | 10.2
well taps | 54 | 67.6 | 9.14
repair buffers | 5 | 47.5 | 6.43
clock buffers | 4 | 45.0 | 6.09
inverters | 1 | 3.75 | 0.508
==> power groups by stage <==
| stage | logic [µW] | registers [µW] | clock network [µW] |
|---|---|---|---|
| after CTS | 15.2 | 439 | 295 |
| after global routing | 16.9 | 439 | 312 |
| final | 14.7 | 439 | 279 |
==> state kept, by name (all words and copies together), names as in the netlist <==
name / count
lfsr: 16
rnd: 3
==> path summary, 6_finish.rpt <==
| kind | startpoint | slack, ns | end | cells after the start |
|---|---|---|---|---|
| setup / recovery | rnd[1]$_DFFE_PN_ | 0.40 | rnd[1] | 1 |
| setup reg to reg | lfsr[13]$_DFF_PP1_ | 0.41 | rnd[1]$_DFFE_PN_ | 3 |
| min in group asynchronous | reset | 0.56 | lfsr[14]$_DFF_PP0_ | 3 |
| max in group asynchronous | reset | 1.00 | lfsr[5]$_DFF_PP1_ | 3 |
| hold reg to reg | lfsr[2]$_DFF_PP0_ | 0.35 | lfsr[3]$_DFF_PP0_ | 0 |
| hold / removal | lfsr[2]$_DFF_PP0_ | 0.35 | lfsr[3]$_DFF_PP0_ | 0 |
==> layout by cell type, fill, tap and decap left out <==
master,instances
sky130_fd_sc_hd__dfstp_2,8
sky130_fd_sc_hd__dfrtp_1,8
sky130_fd_sc_hd__ha_1,1
sky130_fd_sc_hd__clkbuf_1,1
sky130_fd_sc_hd__mux2_4,1
sky130_fd_sc_hd__clkdlybuf4s50_1,4
sky130_fd_sc_hd__inv_1,1
sky130_fd_sc_hd__nor2b_1,1
sky130_fd_sc_hd__xor2_1,1
sky130_fd_sc_hd__buf_4,1
sky130_fd_sc_hd__xnor2_1,3
sky130_fd_sc_hd__nand2_2,1
sky130_fd_sc_hd__edfxtp_1,3
sky130_fd_sc_hd__clkbuf_8,3
==> stage by stage <==
stage          power [µW]  setup slack, ns  util, %  cell area [µm²]
2_1_floorplan         452            0.472        -              579
3_3_place_gp          462            0.462     14.9              694
3_5_place_dp          462            0.430     14.9              694
4_1_cts               750            0.383     15.9              739
5_1_grt               768            0.348     15.9              739
6_report              733            0.399     15.9              739
==> kinds of logic after synthesis <==
| logic type | count (synthesis) | synth area share (%) |
|---|---|---|
| mux | 1 | 2.59 |
| xor+xnor | 4 | 6.05 |
| flops | 19 | 86.4 |
| simple gates | 2 | 2.16 |
| fa+ha+maj | 1 | 2.16 |
| buf+inv | 1 | 0.647 |
==> per-layer routing <==
layer	share of wire, %	up-vias	wire, µm	GRT usage (%)
met5	0	-	0	0
met4	3.8	0	27	0.867
met3	11	2	79	1.10
met2	34	8	241	2.33
met1	51	129	365	2.87
li1	-	106	-	-
Power is estimated from default activity; no workload was simulated.
