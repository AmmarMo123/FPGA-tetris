**flow/run.sh**
```bash
#!/bin/bash
# OpenROAD 26Q1-2900-gdf79404cd8, Yosys 0.63+post, stock flow scripts
make -C /OpenROAD-flow-scripts/flow DESIGN_CONFIG=/design/flow/config.mk WORK_HOME=/design/flow/orfs finish
```
**flow/config.mk**
```make
export PLATFORM = sky130hd
export DESIGN_NAME = pattern_generator
export DESIGN_NICKNAME = pattern_generator
export VERILOG_FILES = /design/flow/design.v
export SDC_FILE = /design/flow/constraint.sdc
export NUM_CORES = 4
export LEC_CHECK = 1
export CORE_AREA = 10 10 151 151
export DIE_AREA = 0 0 161 161
```
**flow/constraint.sdc**
```tcl
current_design pattern_generator

set clk_period 6.1
set clk_io_pct 0.2

create_clock -name clk0 -period $clk_period [get_ports {clk}]

set non_clock_inputs [all_inputs -no_clocks]
set_input_delay [expr $clk_period * $clk_io_pct] -clock clk0 $non_clock_inputs
set_output_delay [expr $clk_period * $clk_io_pct] -clock clk0 [all_outputs]
```
**flow/design.v**
```verilog
module pattern_generator (
    input clk,
    input rst,
    input [9:0]   counter_x,       
    input [9:0]   counter_y,       
    input [239:0] data,            
    output [3:0]  r_red,           
    output [3:0]  r_green,         
    output [3:0]  r_blue           
);
    parameter COL_START = 340;
    parameter COL_END = COL_START + 12*BLOCK_SIZE + 11*GAP;
    parameter ROW_START = 67;
    parameter ROW_END = ROW_START + 20*BLOCK_SIZE + 19*GAP;
    parameter BLOCK_SIZE = 17;
    parameter GAP = 4;
    reg [4:0] game_area_row;
    reg valid_line;
    integer i;
     always @ (posedge clk) begin
	 if (rst) begin
		  valid_line <= 0;
		  game_area_row <= 0;
	 end else begin
		  valid_line <= 0;  
		  for (i = 0; i < 20; i = i + 1) begin
				if ((counter_y >= ROW_START + i * (BLOCK_SIZE + GAP)) &&
					 (counter_y <= ROW_START + i * (BLOCK_SIZE + GAP) + BLOCK_SIZE)) begin
					 game_area_row <= i;  
					 valid_line <= 1;  
				end
		  end
	 end
     end
    reg [11:0] game_area_mx;
	 always @(*) begin
        case (game_area_row)
            0: game_area_mx = valid_line ? data[11:0]    : 12'h000;
            1: game_area_mx = valid_line ? data[23:12]   : 12'h000;
            2: game_area_mx = valid_line ? data[35:24]   : 12'h000;
            3: game_area_mx = valid_line ? data[47:36]   : 12'h000;
            4: game_area_mx = valid_line ? data[59:48]   : 12'h000;
            5: game_area_mx = valid_line ? data[71:60]   : 12'h000;
            6: game_area_mx = valid_line ? data[83:72]   : 12'h000;
            7: game_area_mx = valid_line ? data[95:84]   : 12'h000;
            8: game_area_mx = valid_line ? data[107:96]  : 12'h000;
            9: game_area_mx = valid_line ? data[119:108] : 12'h000;
            10: game_area_mx = valid_line  ? data[131:120] : 12'h000;
            11: game_area_mx = valid_line  ? data[143:132] : 12'h000;
            12: game_area_mx = valid_line  ? data[155:144] : 12'h000;
            13: game_area_mx = valid_line  ? data[167:156] : 12'h000;
            14: game_area_mx = valid_line  ? data[179:168] : 12'h000;
            15: game_area_mx = valid_line  ? data[191:180] : 12'h000;
            16: game_area_mx = valid_line  ? data[203:192] : 12'h000;
            17: game_area_mx = valid_line  ? data[215:204] : 12'h000;
            18: game_area_mx = valid_line  ? data[227:216] : 12'h000;
            19: game_area_mx = valid_line  ? data[239:228] : 12'h000;
            default: game_area_mx = 12'b0;
        endcase
    end
	reg block;  
	reg frame;  
	always @ (posedge clk) begin
	  block = 0;   
	  frame = 0;   
	  for (i = 0; i < 12; i = i + 1) begin
			if ((game_area_mx[i] == 1) &&
				 (counter_x >= COL_START + i * (BLOCK_SIZE + GAP)) &&
				 (counter_x <= COL_START + i * (BLOCK_SIZE + GAP) + BLOCK_SIZE)) begin
				 block = 1;  
			end
	  end
	  if ((counter_y == ROW_START - GAP || counter_y == ROW_END + GAP) &&
			(counter_x >= COL_START - GAP && counter_x <= COL_END + GAP)) begin
			frame = 1;  
	  end else if ((counter_x == COL_START - GAP || counter_x == COL_END + GAP) &&
				   (counter_y >= ROW_START - GAP && counter_y <= ROW_END + GAP)) begin
			frame = 1;  
	  end
	end
	assign r_red   = (block || frame) && ~rst ? 4'hF : 4'h0;
	assign r_blue  = (block || frame) && ~rst ? 4'hF : 4'h0;
	assign r_green = (block || frame) && ~rst ? 4'hF : 4'h0;
endmodule
```
==> reports/summary.rpt <==
GRT
---------------------------------------------------------------------------------
Number of antenna violations at the first check in global routing ..            3
Total GRT Usage ....................................................        0.191
Maximum number of pins on one net before global-route repair .......           28
Number of global-route vias before repair ..........................         5468
Total global routing overflow ......................................            0
Wire length of the first global-routing pass .......................     37300 µm

RUN
---------------------------------------------------------------------------------
Tool Warnings ......................................................           25
Max Cap Violations .................................................            0

FINAL TIMING
---------------------------------------------------------------------------------
Final Setup Violations .............................................            0
Setup repair after global routing missed its margin ................           no
Worst rel slew slack ...............................................        0.371
Final period utilization ...........................................        0.697
Final max-slew violation count .....................................            0
Final critical-path setup slack ....................................      1.85 ns
Transition time at the pin with the least slew margin ..............     0.920 ns
Final tally of hold violations .....................................            0
Post-Route Setup TNS ...............................................         0 ns
Max Freq ...........................................................    0.235 GHz
Worst-case clock skew ..............................................   0.00272 ns
Post-route minimum period ..........................................      4.25 ns

PLACE
---------------------------------------------------------------------------------
Placed Instance Area ...............................................     6440 µm²
I/O Buffers ........................................................          273
Pre-CTS WS .........................................................      1.76 ns
Global placement routability congestion ............................        0.976
Post-detail-place hpwl .............................................     21400 µm

SETUP PATH
---------------------------------------------------------------------------------
Type of origin of the critical path ................................   input port
CP max stage cell .................................................. sky130_fd_sc_hd__clkdlybuf4s50_1
Required time at the endpoint of the critical path .................      4.88 ns
CP Max Fanout ......................................................           12
Crit path capture type ............................................. primary output
Chain of cells forming the critical path ........................... clkdlybuf4s50_1 -> nor2_1 -> clkdlybuf4s50_1
Delay contributed by the slowest stage of the critical path ........      0.63 ns
Largest delay contributor family on the critical path .............. buffers and inverters
Crit path buffers/inverters ........................................            2
Critical setup path kind ........................................... input port to primary output
Arrival time at the worst endpoint .................................      3.03 ns
Worst path most repeated cell ...................................... sky130_fd_sc_hd__clkdlybuf4s50_1

CLOCKING
---------------------------------------------------------------------------------
Register clock-pin slew on the reported worst setup and hold paths .      0.05 ns
Hold buffer count at cts ...........................................            0
Clock latency at the later pin of the worst-skew pair ..............      0.25 ns
Num CTS Buffers ....................................................            3
Number of resized instances in the post-cts repair step ............            0
Bufs on Longest Clock Path .........................................            2
Level count of the clock H-tree ....................................            1
Clock tree root buffer cell ........................................ sky130_fd_sc_hd__clkbuf_16
Clock tree from TritonCTS ..........................................          yes
Clock sinks ........................................................           23
Post-CTS repair timing setup buffer count ..........................            0

LOGIC SYNTHESIS
---------------------------------------------------------------------------------
Portion of netlist area occupied by mux cells ......................      0.00284
Sequential-to-total area share from yosys stat .....................        0.130
Top cell type's share of synthesized area ..........................        0.130
Fa+ha+maj area frac ................................................            0
Cell taking the most area after synthesis .......................... sky130_fd_sc_hd__dfxtp_1
Synth warnings .....................................................            1
Total cell area reported by yosys after synthesis ..................     3530 µm²
EDFF count, synth ..................................................            0
Synthesized netlist cell count .....................................          483
Biggest combinational cell group after synthesis ................... AND-OR/OR-AND gates
Ao+oa area frac ....................................................        0.493
Fraction of synthesis flops using an asynchronous set or reset pin .            0
Largest cells by area after synthesis .............................. sky130_fd_sc_hd__dfxtp_1 (13%), sky130_fd_sc_hd__a22oi_1 (12%), sky130_fd_sc_hd__a22o_1 (9.7%), sky130_fd_sc_hd__a221oi_1 (8.2%), sky130_fd_sc_hd__nand4_1 (4.6%)
Cell area after synthesis ..........................................     3530 µm²
Yosys reg bits .....................................................           23
Synthesized-area fraction occupied by and/or/nand/nor cells ........        0.277
Most popular library cell in the synthesized design by count ....... sky130_fd_sc_hd__a22oi_1
Distinct cell type count after synthesis ...........................           70
Most numerous cell types in the synthesized netlist ................ sky130_fd_sc_hd__a22oi_1 (55), sky130_fd_sc_hd__a22o_1 (39), sky130_fd_sc_hd__a221oi_1 (33), sky130_fd_sc_hd__clkbuf_1 (29), sky130_fd_sc_hd__nand2_1 (28)
XOR/XNOR Fraction of Synth Area ....................................            0
Yosys cell count ...................................................          483
Dominant register cell ............................................. sky130_fd_sc_hd__dfxtp_1
Average footprint of a synthesized cell ............................     7.31 µm²

OUTCOME
---------------------------------------------------------------------------------
Outcome ............................................................ complete, no violations

FLOORPLANNING
---------------------------------------------------------------------------------
Site Rows ..........................................................           51
Pre-Place Util .....................................................        0.181
Die Width ..........................................................       161 µm
Die Area ...........................................................    25900 µm²
Count of pins on the block boundary ................................          274
Die Y ..............................................................       161 µm
Area inside the core boundary ......................................    19500 µm²

POWER AND IR DROP
---------------------------------------------------------------------------------
Static leakage .....................................................      2.19 nW
Total chip power ...................................................   0.000631 W
Power per unit of standard cell area ...............................  96.8 nW/µm²
Peak ir drop on the vdd network ....................................      81.0 µV

ROUTING
---------------------------------------------------------------------------------
DRC violation count after routing ..................................            0
Detailed router's first-iteration violation count ..................          535
Via density per instance ...........................................         5.40
Detailed-route via count ...........................................         5344
Total wire length after detailed routing ...........................     26400 µm
DR pass1 iterations ................................................            5
Post-DRT Antenna Nets ..............................................            0
Post-DR wirelength/cell ............................................      26.7 µm

FINAL LAYOUT
---------------------------------------------------------------------------------
Fraction of layout cells with a size suffix above 1 ................       0.0512
Finished Cell Area .................................................     6520 µm²
P&R area growth vs syn .............................................        84.9%
Fin util ...........................................................        0.334

HOLD PATH
---------------------------------------------------------------------------------
Path category of the worst min-delay check ......................... flip-flop to flip-flop

==> metal layers <==
| layer | wire, µm | GRT usage | up-vias |
|---|---|---|---|
| met3 | 1750 | 0.0338 | 36 |
| met2 | 12600 | 0.320 | 280 |
| met4 | 920 | 0.0608 | 0 |
| li1 | - | - | 2489 |
| met1 | 11100 | 0.245 | 2539 |
| met5 | 0 | 0 | - |
==> layout make-up <==
| class | count | area [µm²] |
|---|---|---|
| Fill cell | 2078 | 13000 |
| Timing Repair Buffer | 294 | 2890 |
| Multi-Input combinational cell | 394 | 2730 |
| Sequential cell | 23 | 460 |
| Tap cell | 265 | 332 |
| Clock buffer | 4 | 78.8 |
| Inverter | 7 | 26.3 |
| Antenna cell | 3 | 7.51 |
==> worst paths after layout <==
check                                        from               end  slack, ns  cells past startpoint
worst max-delay path                          rst          r_red[3]       1.85                      3
worst min register to register   game_area_row[8]  game_area_row[8]       0.47                      2
worst max register to register  game_area_row[11]             block       3.83                      7
worst min-delay path             game_area_row[8]  game_area_row[8]       0.47                      2
==> where the power goes <==
group	switching [W]	internal (W)	leakage [nW]	total [W]
combinational	0.000135	0.000201	1.97	0.000336
sequential	0.00000430	0.000154	0.186	0.000158
clock	0.0000478	0.0000889	0.0382	0.000137
total	0.000187	0.000444	2.19	0.000631
==> worst register-to-register path, cell delays in order (launching register included) <==
cell                       delay [ns]
sky130_fd_sc_hd__dfxtp_1         0.41
sky130_fd_sc_hd__buf_4           0.25
sky130_fd_sc_hd__a22o_1          0.25
sky130_fd_sc_hd__a221oi_1        0.52
sky130_fd_sc_hd__nand3_1         0.15
sky130_fd_sc_hd__o21ai_0         0.23
sky130_fd_sc_hd__and3_1          0.19
sky130_fd_sc_hd__a31oi_1         0.13
==> cell families after synthesis <==
logic type,count (synthesis)
AOI/OAI and AO/OA,225
and+or+nand+nor,168
buffers and inverters,66
DFF,23
muxes,1
==> registers in the layout, summed over array words and instances (netlist names) <==
register and flops:
game_area_row 20, valid_line 1, frame 1, block 1
==> cells in the final DEF, fill, tap and decap left out, drive strengths merged, types with 3 or more instances in the layout <==
cell type,n
a2111oi,3
a211oi,3
a21oi,17
a221oi,33
a22o,39
a22oi,55
a31oi,11
a32o,3
and3,7
and4,3
buf,21
clkbuf,4
clkdlybuf4s50,273
dfxtp,23
diode,3
inv,7
nand2,29
nand2b,8
nand3,20
nand4,26
nand4b,3
nor2,22
nor2b,6
nor3,13
nor4,9
nor4b,3
o211ai,8
o21ai,18
o22ai,4
o2bb2ai,8
o31a,4
==> metrics by stage <==
| step | hold WS (ns) | cells |
|---|---|---|
| after floorplan | 0.416 | 483 |
| after global placement | 0.454 | 983 |
| after detailed placement | 0.462 | 983 |
| after CTS | 0.469 | 987 |
| after global routing | 0.495 | 990 |
| final | 0.471 | 990 |
Power and IR drop assume default switching activity.
